$ cat ./design.v
module cordic(
        clk_in,
        reset_n,
        ena,
        phase_in,
        clk_out,
        phase_out,
        cos_o,
        sin_o
        );
  parameter dat_width = 16, pha_width =16, pipeline = 10;
  input clk_in, reset_n, ena;
  input [pha_width-1 : 0] phase_in;
  output clk_out;
  output [pha_width-1 : 0] phase_out;
  output [dat_width-1 : 0] cos_o, sin_o;
  reg [dat_width-1 : 0] x[pipeline :0];
  reg [dat_width-1 : 0] y[pipeline :0];
  reg [pha_width-1 : 0] z[pipeline :0];
  reg [pha_width-1 : 0] phase_tmp[pipeline :0];
  wire [dat_width-1:0] amp;
  wire [pha_width-1:0] atan [32:0];
  assign amp = 32'd1304065887 >>(32-dat_width);       
  assign atan[0] = 32'd536870912 >>(32-pha_width);    
	assign atan[1] = 32'd316933407 >>(32-pha_width);    
	assign atan[2]	= 32'd167458907 >>(32-pha_width);    
	assign atan[3]= 32'd85004756 >>(32-pha_width);      
	assign atan[4]= 32'd42667331 >>(32-pha_width);      
	assign atan[5]= 32'd21354465 >>(32-pha_width);      
	assign atan[6]= 32'd10679838 >>(32-pha_width);      
	assign atan[7]= 32'd5340245 >>(32-pha_width);       
	assign atan[8]= 32'd2670163 >>(32-pha_width);       
	assign atan[9]= 32'd1335087 >>(32-pha_width);       
	assign atan[10]= 32'd667544 >>(32-pha_width);       
	assign atan[11]= 32'd333772 >>(32-pha_width);       
	assign atan[12]= 32'd166886 >>(32-pha_width);       
	assign atan[13]= 32'd83443 >>(32-pha_width);       
	assign atan[14]= 32'd41722 >>(32-pha_width);       
	assign atan[15]= 32'd20861 >>(32-pha_width);       
	assign atan[16]= 32'd10430 >>(32-pha_width);       
	assign atan[17]= 32'd5215 >>(32-pha_width);       
	assign atan[18]= 32'd2608 >>(32-pha_width);       
	assign atan[19]= 32'd1304 >>(32-pha_width);       
	assign atan[20]= 32'd652 >>(32-pha_width);       
	assign atan[21]= 32'd326 >>(32-pha_width);       
	assign atan[22]= 32'd163 >>(32-pha_width);
	assign atan[23]= 32'd81 >>(32-pha_width);
	assign atan[24]= 32'd41 >>(32-pha_width);
	assign atan[25]= 32'd20 >>(32-pha_width);
	assign atan[26]= 32'd10 >>(32-pha_width);
	assign atan[27]= 32'd5 >>(32-pha_width);
	assign atan[28]= 32'd3 >>(32-pha_width);
	assign atan[29]= 32'd1 >>(32-pha_width);
	assign atan[30]= 32'd1 >>(32-pha_width);
	assign atan[31]= 32'd0 >>(32-pha_width);
	assign atan[32]= 32'd0 >>(32-pha_width);
always @(posedge clk_in )
begin
  if( !reset_n )   
  begin
     x[0] <= 0;
      y[0] <= 0;
      z[0] <= 0;
      phase_tmp[0] <=  0;
  end
  else
  begin
      x[0] <= amp;
      y[0] <= 0;
      z[0] <= { 2'b0, phase_in[pha_width-3 : 0]};
      phase_tmp[0] <=  phase_in;                  
  end    
end
genvar i;
  wire [dat_width-1 : 0] x_tmp[pipeline-1 :0];
  wire [dat_width-1 : 0] y_tmp[pipeline-1 :0];
  wire [pha_width-1 : 0] z_tmp[pipeline-1 :0];
generate for(i=1;i<=pipeline;i=i+1) begin:cordic_core  
  cordic_step #(dat_width,pha_width,i) cordic_step_inst(x[i-1],y[i-1],z[i-1],atan[i-1],x_tmp[i-1],y_tmp[i-1],z_tmp[i-1]);
  always @(posedge clk_in)
  begin
   if(!reset_n)
   begin
      x[i] <= 0;
      y[i] <= 0;
      z[i] <= 0;
      phase_tmp[i]<=0;
   end
   else 
   begin             
      x[i] <= x_tmp[i-1];     
      y[i] <= y_tmp[i-1];     
      z[i] <= z_tmp[i-1]; 
      phase_tmp[i] <= phase_tmp[i-1];      
   end        
  end
end
endgenerate
reg [dat_width-1 : 0] cos_o, sin_o;
reg [pha_width-1 : 0] phase_out;
wire [pha_width-1:0] quad_tmp;
wire [1:0] quad;
assign quad_tmp = phase_tmp[pipeline];
assign quad = quad_tmp[pha_width-1: pha_width-2];
wire [dat_width-1 : 0] x_o_wire, y_o_wire;
wire [dat_width-1 : 0] x_o_wire_tmp, y_o_wire_tmp;
assign x_o_wire_tmp = x[pipeline];
assign y_o_wire_tmp = y[pipeline];
assign x_o_wire = x_o_wire_tmp[dat_width-1] ? {(dat_width){1'b0}} : x[pipeline];
assign y_o_wire = y_o_wire_tmp[dat_width-1] ? {(dat_width){1'b0}} : y[pipeline];
always @(posedge clk_in)
begin
  if( !reset_n)
  begin
    cos_o <= 0;
    sin_o <= 0;
    phase_out <= 0;    
  end
  else    
  begin
    case( quad[1:0] )
      2'b00:begin
            cos_o <= x_o_wire; 
            sin_o <= y_o_wire; 
            end
      2'b01:begin
            cos_o <= ~y_o_wire + 1'b1;
            sin_o <= x_o_wire;
            end
      2'b10:begin
            cos_o <= ~x_o_wire + 1'b1;
            sin_o <= ~y_o_wire + 1'b1;
            end
      2'b11:begin
            cos_o <= y_o_wire;
            sin_o <= ~x_o_wire + 1'b1;
            end
      default:begin
            cos_o <= x_o_wire;
            sin_o <= y_o_wire;
            end
    endcase
    phase_out <= phase_tmp[pipeline];
  end
end
endmodule
module cordic_step(
  dat_a,
  dat_b,
  dat_c,
  dat_pha,
  out_a,
  out_b,
  out_c
  );
  parameter dat_width = 16, pha_width = 16, pipe_index = 3;
  input [dat_width-1:0] dat_a, dat_b;
  input [pha_width-1:0] dat_c;
  input [pha_width-1:0] dat_pha;
  output[dat_width-1:0] out_a, out_b;
  output [pha_width-1:0] out_c;
  wire [dat_width:0] out_a_tmp1, out_a_tmp2, out_a_tmp3, out_b_tmp1, out_b_tmp2, out_b_tmp3;
  wire [pha_width-1:0] out_c_tmp1,out_c_tmp2 ;
  wire [1:0] ov_a,ov_b;
generate
  if(pipe_index == 6'b1 )
  begin
    assign out_a_tmp1 = { dat_a[dat_width-1], dat_a} + { dat_b[dat_width-1], dat_b};
    assign out_b_tmp1 = { dat_b[dat_width-1], dat_b} - { dat_a[dat_width-1], dat_a};
    assign out_c_tmp1 = dat_c + dat_pha;
    assign out_a_tmp2 = { dat_a[dat_width-1], dat_a} - { dat_b[dat_width-1], dat_b};
    assign out_b_tmp2 = { dat_b[dat_width-1], dat_b} + { dat_a[dat_width-1], dat_a};
    assign out_c_tmp2 = dat_c - dat_pha;
  end
  else
  begin
     assign out_a_tmp1 = { dat_a[dat_width-1], dat_a} + { { (pipe_index){dat_b[dat_width-1]} }, dat_b[dat_width-1: (pipe_index-1)] } ;
     assign out_b_tmp1 = { dat_b[dat_width-1], dat_b} - { { (pipe_index){dat_a[dat_width-1]} }, dat_a[dat_width-1: (pipe_index-1)] } ;
     assign out_c_tmp1 = dat_c + dat_pha;
     assign out_a_tmp2 = { dat_a[dat_width-1], dat_a} - { { (pipe_index){dat_b[dat_width-1]} }, dat_b[dat_width-1: (pipe_index-1)] } ;
     assign out_b_tmp2 = { dat_b[dat_width-1], dat_b} + { { (pipe_index){dat_a[dat_width-1]} }, dat_a[dat_width-1: (pipe_index-1)] } ;
     assign out_c_tmp2 = dat_c - dat_pha;
  end
  assign out_a_tmp3 = dat_c[pha_width-1] ? out_a_tmp1 :out_a_tmp2;
  assign out_b_tmp3 = dat_c[pha_width-1] ? out_b_tmp1 :out_b_tmp2;
endgenerate
  assign ov_a = out_a_tmp3[dat_width:dat_width-1];
  assign ov_b = out_b_tmp3[dat_width:dat_width-1];
  assign out_a = ~^ ov_a ? (out_a_tmp3[dat_width-1:0]):(ov_a[1] ? {1'b1, {(dat_width-1){1'b0}} } : {1'b0, {(dat_width-1){1'b1}} } );
  assign out_b = ~^ ov_b ? (out_b_tmp3[dat_width-1:0]):(ov_b[1] ? {1'b1, {(dat_width-1){1'b0}} } : {1'b0, {(dat_width-1){1'b1}} } );
  assign out_c = dat_c[pha_width-1] ? out_c_tmp1 :out_c_tmp2;
endmodule
$ cat ./run.sh
#!/bin/bash
# OpenROAD 26Q1-2900-gdf79404cd8, Yosys 0.63+post, stock flow scripts
make -C /OpenROAD-flow-scripts/flow DESIGN_CONFIG=/design/flow/config.mk WORK_HOME=/design/flow/orfs finish
$ cat ./config.mk
export PLATFORM = sky130hd
export DESIGN_NAME = cordic
export DESIGN_NICKNAME = cordic
export VERILOG_FILES = /design/flow/design.v
export SDC_FILE = /design/flow/constraint.sdc
export NUM_CORES = 4
export LEC_CHECK = 1
export CORE_UTILIZATION = 40
$ cat ./constraint.sdc
current_design cordic

set clk_period 14.1
set clk_io_pct 0.2

create_clock -name clk0 -period $clk_period [get_ports {clk_in}]

set non_clock_inputs [all_inputs -no_clocks]
set_input_delay [expr $clk_period * $clk_io_pct] -clock clk0 $non_clock_inputs
set_output_delay [expr $clk_period * $clk_io_pct] -clock clk0 [all_outputs]
==> Changelog: implementation <==
## Implementation

- Crit path DAT: between 5 and 6 ns
- Global-route wire length before repair: between 100 and 150 mm
- Cells after Synth: around 4200
- Total grt overflow: 0
- Cell Area, Synth: between 30000 and 40000 µm²
- Routed Antenna Nets: 0
- Crit end category: register
- Reg2Reg Depth: 14
- P&R area growth vs syn: 11.18%
- Post-synth ARST share: 0
- Hold Fails Final Rpt: 0
- Core area: approximately 90000 µm²
- Placer Congestion: 0.8986
- Unrepaired setup endpoints after global routing: no
- Vias per cell: ~5.2
- Share of post-route cells with drive strength above 1: 0.05123
- DIE WIDTH: around 300 µm
- Hold Buf Count CTS: 0
- Ys flops: about 600
- Die ar.: 92290 µm²
- Placed Area: about 38000 µm²
- Yosys Chip Area: approximately 36000 µm²
- Worst Hold Depth: 1
- Gr usage total: 0.1788
- Number of global-route vias before repair: between 20000 and 30000
- DP HPWL: about 61 mm
- Via count of the routed design: between 20000 and 30000
- Max-Cap Viols: 0
- Clock sink total: between 500 and 600
- Final setup viols: 0
- Log Warnings: 37
- Clock skew: 0.01919 ns
- Outcome: finished clean
- Latency at later pin: between 0.6 and 0.7 ns
- Gr busiest metal: met2
- Main flop type after synthesis: dfxtp_1
- Largest net degree at the start of global routing: a little over 100
- CP Max Fanout: slightly below 90
- Ys cells: roughly 4200
- Clk buf depth: 3
- DIE HEIGHT: 303.8 µm
- Post-Layout Cell Count: 5470
- Final Cell Area: slightly above 40000 µm²
- Drt first pass iters: 5
- Met2 usage: 0.2930
- Worst slew pin tran: between 0.8 and 0.9 ns
- Class of the worst hold path: register to register
- Wirelength per Cell: approximately 15 µm
- Seq/Total Area, Yosys: 0.3270
- ANT cells: 0
- Required time worst endpoint: about 15 ns
- Final Max-Slew Violation Tally: 0
- H-tree depth: 3
- Final min period: approximately 4.8 ns
- Unique masters post-synth: between 90 and 100
- Yosys warning tally: 10
- CTS tree: done
- # fillers: 8602
- I/O pins: between 60 and 70
- Starting density of the core: 0.4041
- Post-synth EDFFs: 0
- Final wirelength: about 80 mm
- Post-CTS resize count: 0
- Post-CTS Setup Bufs: 0
- Crit start category: primary input
- Residual DRC: 0
- DRT iter0 DRCs: 1472
- Rows: between 100 and 150
- Clock-pin slew on the worst setup and hold paths: 0.06 ns
- Cells after DPL: about 5400
- GR Layer Usage met3: 0.02680
- Syn Area/Cell: 8.627 µm²
- Initial antenna violation count: 0
- Total CTS buffers: around 70
- Fin Setup TNS: 0 ns
- Met1 usage: 0.2563
- Cycle use final: 0.3379
- Peak Freq: about 210 MHz
- Critical path class: primary input to register
- # port buffers: approximately 65
- Root Buffer Master: clkbuf_16
- Worst rel slew slack: 0.4323
[placed cells by master (no fill, tap or decap), types with 48 or more instances in the layout]
cell type        count
a21o_1             191
a21oi_1            364
a31oi_1             49
and2_1             227
clkbuf_16           70
clkdlybuf4s50_1     64
dfxtp_1            594
ha_1               392
inv_1              160
nand2_1            169
nand2b_1            61
nor2_1             400
nor2b_1             63
nor3_1             108
o21ai_0            302
o21bai_1            48
xnor2_1            247
xor2_1             174
[stage by stage]
step	hold slack [ns]	util	worst slack (ns)
3_3_place_gp	0.4127	0.4236	8.656
3_5_place_dp	0.4169	0.4236	8.659
5_1_grt	0.4382	0.4493	9.183
6_report	0.4234	0.4493	9.336
4_1_cts	0.4260	0.4493	9.295
2_1_floorplan	0.3840	-	10.00
[cell type report]
type                       count  area (µm²)  share of cell area
clock buffer                  92        1974             0.04875
clock inverter                28       344.1            0.008495
inverter                     164       620.6             0.01532
multi-input combinational   3326       23350              0.5764
sequential                   595       11910              0.2941
tap                         1176        1471             0.03633
timing repair buffer          89       832.0             0.02054
[synthesized netlist by cell type (13+ instances only)]
library cell  count  area, µm²
dfxtp_1         595      11910
a211oi_1         39      292.8
nand2b_1         61      381.6
mux2i_1          27      270.3
or2_2            19      118.9
o22ai_1          15      93.84
xor2_1          174       1524
o21a_1           47      352.8
or3_1            20      125.1
a21oi_1         364       1822
buf_2            13      65.06
nor2_1          400       1501
a21o_1          191       1434
inv_1           161      604.3
xnor2_1         247       2163
nor4_1           15      93.84
nand2_1         169      634.4
o21ai_0         302       1511
a31oi_1          49      306.5
nor2b_1          63      394.1
and3_1           18      112.6
and2_1          227       1420
o31ai_1          16      120.1
ha_1            392       4905
nand3_1          44      220.2
nor3_1          108      540.5
fa_1             22      440.4
clkbuf_1        111      416.7
o211ai_1         17      127.6
o21bai_1         48      360.4
[flip-flops by register name, summed over array words and instances (netlist names)]
name	count
cos_o	16
y	129
x	133
phase_tmp	148
phase_out	16
z	137
sin_o	16
[routing by layer]
| layer | part of all wire | up-vias |
|---|---|---|
| met3 | 0.040 | 108 |
| met1 | 0.48 | 12870 |
| met2 | 0.46 | 454 |
| met5 | 0 | - |
| met4 | 0.021 | 0 |
| li1 | - | 14950 |
[critical path, stage by stage]
cell,delay (ns)
buf_6,0.50
inv_6,0.39
buf_4,0.41
buf_4,0.37
nor3_1,0.61
[final timing paths]
path,from,to,slack (ns)
worst min register to register,phase_tmp[9][10]$_SDFF_PN0_,phase_tmp[10][10]$_SDFF_PN0_,0.42
worst min-delay path,phase_tmp[9][10]$_SDFF_PN0_,phase_tmp[10][10]$_SDFF_PN0_,0.42
worst max-delay path,reset_n,z[9][15]$_SDFF_PN0_,9.34
worst max register to register,x[5][11]$_SDFF_PN0_,y[6][8]$_SDFF_PN0_,9.72
[kinds of logic after synthesis]
family                     count (synthesis)  synth area share
xor gates and xnor gates                 422            0.1017
other                                      1         0.0001029
buffers and inverters                    302           0.03218
muxes                                     39           0.01144
and+or+nand+nor                         1203            0.1655
AOI/OAI and AO/OA                       1247            0.2154
DFF                                      595            0.3270
adders and majority gates                414            0.1467
